$ cat design/flow/config.mk
export PLATFORM = sky130hd
export DESIGN_NAME = uart_receiver_fpga_program
export DESIGN_NICKNAME = uart_receiver_fpga_program
export VERILOG_FILES = /design/flow/design.v
export SDC_FILE = /design/flow/constraint.sdc
export NUM_CORES = 4
export LEC_CHECK = 1
export CORE_UTILIZATION = 50
$ cat design/flow/constraint.sdc
current_design uart_receiver_fpga_program

set clk_period 6.0
set clk_io_pct 0.2

create_clock -name clk0 -period $clk_period [get_ports {clk}]

set non_clock_inputs [all_inputs -no_clocks]
set_input_delay [expr $clk_period * $clk_io_pct] -clock clk0 $non_clock_inputs
set_output_delay [expr $clk_period * $clk_io_pct] -clock clk0 [all_outputs]
$ cat design/flow/design.v
module uart_receiver_fpga_program(
    input wire clk,
    input wire rx,
    output reg [7:0] data_out,
    output reg valid,
    output reg programming_done
);
    parameter BAUD_RATE = 115200;
    parameter CLOCK_FREQ = 100000000;  
    parameter EXPECTED_BITSTREAM_SIZE = 100000;  
    reg [15:0] baud_counter;
    reg [7:0] bit_index;
    reg receiving;
    reg [7:0] rx_shift_reg;
    reg [15:0] byte_counter;
    initial begin
        baud_counter = 0;
        bit_index = 0;
        receiving = 0;
        rx_shift_reg = 0;
        data_out = 0;
        valid = 0;
        programming_done = 0;
        byte_counter = 0;
    end
    always @(posedge clk) begin
        if (!receiving) begin
            if (!rx) begin
                receiving <= 1;
                baud_counter <= (CLOCK_FREQ / BAUD_RATE) / 2; 
            end
        end else begin
            baud_counter <= baud_counter - 1;
            if (baud_counter == 0) begin
                baud_counter <= CLOCK_FREQ / BAUD_RATE;
                if (bit_index < 8) begin
                    rx_shift_reg[bit_index] <= rx;
                    bit_index <= bit_index + 1;
                end else if (bit_index == 8) begin
                    data_out <= rx_shift_reg;
                    valid <= 1;
                    receiving <= 0;
                    bit_index <= 0;
                    byte_counter <= byte_counter + 1;
                end
            end
        end
        if (byte_counter == EXPECTED_BITSTREAM_SIZE) begin
            programming_done <= 1;
        end
    end
endmodule
$ cat design/flow/run.sh
#!/bin/bash
# OpenROAD 26Q1-2900-gdf79404cd8, Yosys 0.63+post, stock flow scripts
make -C /OpenROAD-flow-scripts/flow DESIGN_CONFIG=/design/flow/config.mk WORK_HOME=/design/flow/orfs finish
==> flow_metrics.py <==
# Physical implementation metrics
metrics = {
    "drt": {
        "avgRoutedWirePerCell_microns": 13.51,
        "antennaDiodeCount": 0,
        "avgViaCountPerCell": 5.494,
        "final_antenna_net_count": 0,
        "drc": 0,
        "vias": 1313,
        "drt_wl_total_mm": 3.230,
        "firstDrtPassIters": 4,
        "drt-initial-drc-count": 86,
    },
    "worst_setup_path": {
        "cpLargestDelayFamily": "simple AND/OR/NAND/NOR gates",
        "critPathMaxStageDelay_ns": 0.59,
        "r2r_slack_ns": 3.28,
        "r2r_cells": 5,
        "path_buffers": 0,
        "cp-end-kind": "register",
        "reg2reg_to": "bit_index[1]",
        "cp.arrival_ns": 2.64,
        "worst_setup_path_start_kind": "register",
        "critPathMaxFanout": 8,
        "regToRegStartpoint": "baud_counter[3]",
        "worstPathCellList": "or4_4 > nor3_4 > and4_1 > and3_1 > a21boi_1",
        "cp_slowest_cell": "a21boi_1",
        "path_class": "register to register",
        "critPathRequiredTime_ns": 5.92,
    },
    "hold_path": {
        "holdCritStartpoint": "rx_shift_reg[6]",
        "hold_depth": 0,
        "hold_path_end": "data_out[6]",
        "worstHoldPathType": "register to register",
    },
    "yosys": {
        "syn_area_per_cell_sq_um": 12.18,
        "yosysWarnings": 1,
        "synthAoiAreaFrac_pct": 3.837,
        "yosys_most_used_dff": "edfxtp_1",
        "ys_seq_share_pct": 59.03,
        "ys_cells": 174,
        "ys_sh_simple_pct": 20.07,
        "area_leaders": "edfxtp_1, nor2_1, mux2_2",
        "synth.largest_area_cell": "edfxtp_1",
        "async_flop_share_pct": 0,
        "ys.flops": 42,
        "common_cells": "edfxtp_1, nor2_1, xor2_1, nand2_1",
        "mux_area_share_pct": 4.250,
        "synth_cell_types": 36,
        "ys_sh_adder_pct": 2.361,
        "ys_area_sq_um": 2120,
        "synth-edff-count": 41,
        "ys_top_logic_family": "simple AND/OR/NAND/NOR gates",
        "synth_xor_xnor_area_share_pct": 7.438,
        "syn_inst": 174,
        "synthDominantCellAreaShare_pct": 58.09,
        "yosysMostFrequentCell": "edfxtp_1",
        "syn_area_sq_um": 2120,
    },
    "finish": {
        "final_area_sq_um": 2366,
        "largest_register_ffs": 16,
        "regMostFlops": "baud_counter",
        "drive_above_1_share_pct": 10.58,
        "area_growth_pct": 11.63,
        "final_cells": 239,
    },
    "final_timing": {
        "min_period_ns": 2.724,
        "rsz0062_at_grt": "no",
        "finalHoldViolCount": 0,
        "fin_worst_skew_ns": 0.005254,
        "fin_crit_sh_pct": 45.40,
        "holdWs_ns": 0.4505,
        "setup_viol": 0,
        "maxSlewHeadroom_pct": 48.16,
        "setup_tns_ns": 0,
        "fmax_mhz": 367.1,
        "tightestPinTransition_ns": 0.7776,
        "drv_slew": 0,
        "setup_slack_ns": 3.276,
    },
    "grt": {
        "grt_max_degree": 18,
        "grt_pass1_vias": 1209,
        "grt-ovfl-total": 0,
        "grt_use_total_pct": 18.14,
        "antenna_found_initial": 0,
        "grt_pass1_wl_mm": 5.713,
    },
    "placement": {
        "dp_worst_setup_slack_ns": 3.220,
        "gp_congestion": 0.8074,
        "placed_cells": 232,
        "placed_area_sq_um": 2263,
        "hpwlAfterDp_mm": 2.257,
        "port_buffers": 10,
    },
    "cts": {
        "clock_path_buffers": 2,
        "cts-buffers-inserted": 5,
        "cts_root_buffer": "clkbuf_8",
        "post_cts_buffers": 0,
        "clkSinkCount": 42,
        "cts.repair.resized": 0,
        "cts_hold_buffers": 0,
        "clock.latency.late_pin_ns": 0.29,
        "clkTransAtPathRegs_ns": 0.07,
        "h-tree-depth": 2,
        "cts_tree": "built",
    },
    "job": {
        "max-cap-violations": 0,
        "warnings": 27,
    },
    "pwr": {
        "combPwrFrac_pct": 12.0,
        "power_density_nw_per_um2": 303.2,
        "p_sw_mw": 0.1770,
        "clkPwrFrac_pct": 29.0,
        "seqPwrFrac_pct": 58.9,
        "swShare_pct": 24.67,
        "p_int_mw": 0.5403,
        "ir_drop_v": 0.0002005,
        "p_leak_nw": 0.8285,
    },
    "floorplanning": {
        "core_area_sq_um": 4029,
        "initCoreUtil_pct": 52.61,
        "die_area_sq_um": 4504,
        "die_h_microns": 67.11,
        "row_count": 23,
        "dieWidth_microns": 67.11,
        "ios": 12,
    },
    "outcome": {
        "status": "finished clean",
    },
}
==> cell families (layout without fill, tap and decap cells) <==
group	after synthesis	after routing
simple gates	76	76
flops	42	42
xor+xnor	18	18
compound gates	12	12
buf+inv	12	23
mux	8	8
fa+ha+maj	4	4
other cells	2	6
==> stage by stage <==
step                total power, mW  util (%)
floorplan                    0.4901         -
global placement             0.5102     56.18
detailed placement           0.5136     56.18
CTS                          0.7240     58.73
global route                 0.7553     58.73
finish                       0.7173     58.73
==> power by group through the flow <==
stage | sequential, mW | clock [mW] | combinational, mW
4_1_cts | 0.421 | 0.215 | 0.0876
5_1_grt | 0.428 | 0.224 | 0.103
6_report | 0.423 | 0.208 | 0.0864
==> worst max-delay path by stage <==
| stage | from | to | cells past startpoint |
|---|---|---|---|
| global route | baud_counter[9] | bit_index[2] | 5 |
| CTS | baud_counter[5] | bit_index[1] | 5 |
| finish | baud_counter[3] | bit_index[1] | 5 |
==> layout by cell type, fill, tap and decap left out, drive strengths merged, types with 3 or more instances in the layout <==
master | Yosys | layout
mux2 | 8 | 8
clkdlybuf4s50 | 0 | 10
nor3 | 6 | 6
ha | 4 | 4
nor2 | 25 | 25
conb | 2 | 6
xor2 | 10 | 10
o21ai | 4 | 4
nand4 | 6 | 6
nand2 | 9 | 9
xnor2 | 8 | 8
or4 | 3 | 3
nand2b | 7 | 7
clkbuf | 3 | 5
nand3 | 4 | 4
edfxtp | 41 | 41
inv | 6 | 6
nor4 | 4 | 4
==> per-layer routing <==
| metal | wire (microns) | share of wire, % | global-route usage [%] |
|---|---|---|---|
| met1 | 1691 | 52 | 34.16 |
| met2 | 1323 | 41 | 23.75 |
| met3 | 159 | 4.9 | 4.340 |
| met4 | 55 | 1.7 | 2.128 |
| met5 | 0 | 0 | 0 |
==> final cells by class <==
cell class / instances / area, sq um
Timing Repair Buffer: 10 / 100.1
Tap cell: 50 / 62.56
Clock inverter: 2 / 33.78
Multi-Input combinational cell: 124 / 827.0
Clock buffer: 5 / 68.82
Inverter: 6 / 22.52
Sequential cell: 42 / 1251
Fill cell: 321 / 1663
Power and IR drop assume default switching activity.
